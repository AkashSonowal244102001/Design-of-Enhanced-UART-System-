[/design/flow/constraint.sdc]
current_design uart_top

set clk_period 2.5
set clk_io_pct 0.2

create_clock -name clk0 -period $clk_period [get_ports {clk_i}]

set non_clock_inputs [all_inputs -no_clocks]
set_input_delay [expr $clk_period * $clk_io_pct] -clock clk0 $non_clock_inputs
set_output_delay [expr $clk_period * $clk_io_pct] -clock clk0 [all_outputs]
[/design/flow/run.sh]
#!/bin/bash
# OpenROAD 26Q1-2900-gdf79404cd8, Yosys 0.63+post, stock flow scripts
make -C /OpenROAD-flow-scripts/flow DESIGN_CONFIG=/design/flow/config.mk WORK_HOME=/design/flow/orfs finish
[/design/flow/design.v]
`timescale 1ns/1ps
module uart_top (
    input  wire clk_i,
    input  wire rst_ni,      
    input  wire uart_rxi,    
    output wire uart_txo     
);
    localparam integer CLK_FREQ  = 100_000_000;    
    localparam integer BAUD_RATE = 115200;         
    localparam integer DIVISOR   = CLK_FREQ / BAUD_RATE;  
    function integer clog2;
      input integer value;
      integer v, i;
      begin
        v = value - 1;
        for (i = 0; v > 0; i = i + 1)
          v = v >> 1;
        clog2 = i;
      end
    endfunction
    localparam integer CNT_W = clog2(DIVISOR);
    reg  [CNT_W-1:0] baud_cnt;
    reg              baud_tick;    
    always @(posedge clk_i or negedge rst_ni) begin
      if (!rst_ni) begin
        baud_cnt  <= {CNT_W{1'b0}};
        baud_tick <= 1'b0;
      end else if (baud_cnt == DIVISOR-1) begin
        baud_cnt  <= {CNT_W{1'b0}};
        baud_tick <= 1'b1;
      end else begin
        baud_cnt  <= baud_cnt + {{(CNT_W-1){1'b0}}, 1'b1};
        baud_tick <= 1'b0;
      end
    end
    localparam [1:0] RX_IDLE  = 2'd0,
                     RX_START = 2'd1,
                     RX_BITS  = 2'd2,
                     RX_STOP  = 2'd3;
    reg [1:0]        state;
    reg [3:0]        bit_idx;       
    reg [CNT_W-1:0]  samp_cnt;      
    reg [7:0]        rx_shift;
    reg [7:0]        rx_data;
    reg              rx_done;
    localparam integer HALF_DIV = DIVISOR >> 1;
    always @(posedge clk_i or negedge rst_ni) begin
      if (!rst_ni) begin
        state    <= RX_IDLE;
        bit_idx  <= 4'd0;
        samp_cnt <= {CNT_W{1'b0}};
        rx_shift <= 8'h00;
        rx_data  <= 8'h00;
        rx_done  <= 1'b0;
      end else begin
        rx_done <= 1'b0;  
        case (state)
          RX_IDLE: begin
            if (uart_rxi == 1'b0) begin
              state    <= RX_START;
              samp_cnt <= {CNT_W{1'b0}};
            end
          end
          RX_START: begin
            if (samp_cnt == HALF_DIV) begin
              samp_cnt <= {CNT_W{1'b0}};
              bit_idx  <= 4'd0;
              state    <= RX_BITS;
            end else begin
              samp_cnt <= samp_cnt + {{(CNT_W-1){1'b0}}, 1'b1};
            end
          end
          RX_BITS: begin
            if (samp_cnt == DIVISOR-1) begin
              samp_cnt                  <= {CNT_W{1'b0}};
              rx_shift[bit_idx[2:0]]    <= uart_rxi;  
              if (bit_idx == 4'd7) begin
                state <= RX_STOP;
              end else begin
                bit_idx <= bit_idx + 4'd1;
              end
            end else begin
              samp_cnt <= samp_cnt + {{(CNT_W-1){1'b0}}, 1'b1};
            end
          end
          RX_STOP: begin
            if (samp_cnt == DIVISOR-1) begin
              samp_cnt <= {CNT_W{1'b0}};
              rx_data  <= rx_shift;
              rx_done  <= 1'b1;
              state    <= RX_IDLE;
            end else begin
              samp_cnt <= samp_cnt + {{(CNT_W-1){1'b0}}, 1'b1};
            end
          end
          default: state <= RX_IDLE;
        endcase
      end
    end
    reg [3:0] tx_cnt;    
    reg [9:0] tx_shift;  
    reg       tx_busy;
    reg       tx_reg;
    assign uart_txo = tx_reg;
    always @(posedge clk_i or negedge rst_ni) begin
      if (!rst_ni) begin
        tx_cnt   <= 4'd0;
        tx_shift <= 10'h3FF;
        tx_busy  <= 1'b0;
        tx_reg   <= 1'b1;  
      end else if (rx_done && !tx_busy) begin
        tx_shift <= {1'b1, rx_data, 1'b0};  
        tx_cnt   <= 4'd0;
        tx_busy  <= 1'b1;
      end else if (tx_busy && baud_tick) begin
        tx_reg   <= tx_shift[0];
        tx_shift <= {1'b1, tx_shift[9:1]};
        tx_cnt   <= tx_cnt + 4'd1;
        if (tx_cnt == 4'd9) begin
          tx_busy <= 1'b0;
          tx_reg  <= 1'b1;  
        end
      end
    end
endmodule
[/design/flow/config.mk]
export PLATFORM = sky130hd
export DESIGN_NAME = uart_top
export DESIGN_NICKNAME = uart_top
export VERILOG_FILES = /design/flow/design.v
export SDC_FILE = /design/flow/constraint.sdc
export NUM_CORES = 4
export LEC_CHECK = 1
export CORE_UTILIZATION = 30
==> job_summary.md <==
## PnR job results

| Metric | Value |
|---|---|
| Run status | finished clean |
| Cell count after synthesis | 302 |
| Synth Warn # | 1 |
| Crit-path max FO | 8 |
| Root buf cell | clkbuf_8 |
| Final WL | about 5600 um |
| Yosys Instances | roughly 300 |
| Hold Buf Count CTS | 0 |
| Post-placement cell count | between 400 and 500 |
| Ports | 4 |
| CTS Buffer Depth | 2 |
| Worst Tran Pin Value | 0.6857 ns |
| Log Warnings | 30 |
| Post-synth seq share | approximately half |
| WL/cell | 12.58 um |
| Global routing's busiest layer | met2 |
| Number of enable flip-flop cells | 0 |
| Largest net degree at the start of global routing | 26 |
| DR vias/cell | slightly above 5 |
| Initial DRC count | roughly 95 |
| Post-CTS setup buffers | 0 |
| Grt ovf | 0 |
| Fin crit share | between 80% and 90% |
| Ys flop type | dfrtp_1 |
| Vias post-DR | about 2300 |
| Worst setup EP type | flop |
| Kind of critical path | reg -> reg |
| Worst VDD drop | approximately 0.38 mV |
| Die Width | 104.9 um |
| Final HPWL DP | roughly 3900 um |
| Max cap viols | 0 |
| Routing usage on met1 | 16.32% |
| Antenna-violating nets left | 0 |
| Highest-count logic cell in the final layout | dfrtp_1 |
| Worst slack at placement | between 0.3 and 0.4 ns |
| GRT met3 Usage | 3.939% |
| Max-slew headroom | about 54% |
| Critical Path RT | ~2.7 ns |
| Core area | around 10000 um2 |
| CP Data Arrival Time | approximately 2.3 ns |
| Setup TNS | 0 ns |
| Initial antenna violation count | 0 |
| Port Buffers | 3 |
| Clock sink total | a little over 60 |
| Leakage | ~1.5 nW |
| First-pass GRT wire length | around 10000 um |
| RD Place Congestion | 0.8407 |
| Setup violations, final | 0 |
| # diodes | 0 |
| Synth Area per Inst | roughly 11 um2 |
| Cell Type Count | 53 |
| Async set or reset register ratio after synthesis | ~100% |
| Met2 Use GR | between 10% and 20% |
| FP Core Util | between 30% and 40% |
| Max Clk Rate | between 400 and 500 MHz |
| Hold Path Class | in -> async |
| Pwr/cell area | between 600 and 700 nW/um2 |
| Slew Limit Fails | 0 |
| Die footprint | 11010 um2 |
| Insertion Delay late pin | 0.34 ns |
| Rows | 37 |
| Post-route insts no fill | around 450 |
| Layout cells sized above 1 | a little under a fifth |
| Yosys reg bits | roughly 61 |
| Die Height | around 100 um |
| H-tree depth | 3 |
| TritonCTS clock tree | built |
| Startpoint types | flop |
| Largest regs | baud_cnt: 10 flops, samp_cnt: 10 flops, tx_shift: 9 flops |
| Setup ws final | 0.4378 ns |
| Num CTS Buffers | 9 |
| Final hold violations | 0 |
| Yosys stat area | 3179 um2 |
| Total power | around 2.4 mW |
| Clock Skews | ~0.009 ns |
| Post-layout min period | roughly 2.1 ns |
| Final core occ | 35.01% |
| P&R area growth vs syn | 13.18% |
| Reg clk slew, reported paths | approximately 0.07 ns |
| PostCTS Resize Cnt | 0 |
| Most common logic cells in the final layout | dfrtp_1, nand2_1, nand3_1 |
| DRC violations left | 0 |
| Unrepaired setup endpoints after global routing | no |
| Vias in the first global route | between 2000 and 2500 |
| GRT Util Overall | between 10% and 20% |
| Synth Cell Area | approximately 3200 um2 |
| DR pass1 iterations | 4 |
## Yosys cell counts (all sizes together), types with 3 or more instances
library cell  instances  share of area (%)
o211ai                9                2.1
nor3                  7                1.3
nand3                15                2.4
a211oi                8                1.9
or3                   8                1.7
a22o                  7                1.9
nand4                 7                1.4
o31ai                 3               0.71
mux2i                10                3.1
dfstp                11                9.1
o2bb2ai               5                1.4
nor2b                11                2.2
o311ai                3               0.83
a21oi                12                1.9
clkbuf                9                1.1
buf                   5               0.83
a31oi                 4                1.3
ha                    9                3.5
nor2                 13                1.5
nand2                28                3.4
xnor2                 8                2.2
mux2                 13                4.7
inv                  10                1.2
o21ai                12                1.9
dfrtp                50                 39
## final timing paths
check                                  from           to  slack [ns]  cells after the start
worst min-delay path                 rst_ni    tx_cnt[1]        0.11                      1
min in group clk0               baud_cnt[0]  baud_cnt[0]        0.49                      1
worst min register to register  baud_cnt[0]  baud_cnt[0]        0.49                      1
max in group asynchronous            rst_ni  baud_cnt[6]        1.70                      2
worst max register to register   bit_idx[0]  rx_shift[6]        0.44                      5
worst max-delay path             bit_idx[0]  rx_shift[6]        0.44                      5
## layout make-up
class / instances / area, um2
clock buffers: 10 / 127.6
flip-flops and latches: 61 / 1540
clock inverters: 6 / 111.4
inverters: 10 / 37.54
repair buffers: 9 / 70.07
multi-input cells: 217 / 1541
well taps: 136 / 170.2
fillers: 1025 / 6679
## logic make-up (layout without fill, tap and decap cells)
family | after synthesis | in the layout | synth area share (%)
AOI/OAI and AO/OA | 70 | 70 | 15.78
muxes | 23 | 23 | 7.871
DFF | 61 | 61 | 48.45
buffers and inverters | 24 | 35 | 3.070
adders and majority gates | 9 | 9 | 3.542
xor gates and xnor gates | 9 | 9 | 2.479
and+or+nand+nor | 106 | 106 | 18.81
## worst max-delay path: stages, from the launching register on
cell     delay, ns
dfrtp_1       0.51
inv_1         0.14
ha_1          0.38
nor4b_4       0.23
or3b_1        0.39
mux2_4        0.30
## per-layer routing
layer / vias up / routed length [um]
met5: - / 0
met4: 0 / 61
met3: 8 / 278
met2: 40 / 2559
met1: 1111 / 2748
li1: 1127 / -
## power by group
| part | switching [mW] | internal (mW) |
|---|---|---|
| Sequential | 0.101 | 1.05 |
| Clock | 0.395 | 0.662 |
| Combinational | 0.114 | 0.0915 |
| Total | 0.609 | 1.80 |
## through the flow
| step | hold WS, ns | instance area (um2) |
|---|---|---|
| after CTS | 0.1107 | 3598 |
| after floorplan | 0.2044 | 3179 |
| after detailed placement | 0.4772 | 3359 |
| final | 0.1127 | 3598 |
| after global routing | 0.1202 | 3598 |
| after global placement | 0.4765 | 3359 |
Power figures rest on the tool's default switching activity, not on a simulated workload.
